==> flow/design.v <==
module sdram_controller (
    host_addr,
    wr_data,
    wr_enable,
    wr_mask_low,
    wr_mask_high,
    rd_data,
    rd_ready,
    rd_enable,
    ref_lock_req,  
    ref_lock_ack,
    busy, rst_n, clk,
    addr, bank_addr, idata, odata, odata_en, clock_enable, cs_n, ras_n, cas_n, we_n,
    data_mask_low, data_mask_high
);
parameter ROW_WIDTH = 13;
parameter COL_WIDTH = 9;
parameter BANK_WIDTH = 2;
parameter SDRADDR_WIDTH = ROW_WIDTH > COL_WIDTH ? ROW_WIDTH : COL_WIDTH;
parameter HADDR_WIDTH = BANK_WIDTH + ROW_WIDTH + COL_WIDTH;
parameter CLK_FREQUENCY = 100;   
parameter REFRESH_TIME =  32;    
parameter REFRESH_COUNT = 8192;  
localparam CYCLES_BETWEEN_REFRESH = ( CLK_FREQUENCY
                                      * 1_000
                                      * REFRESH_TIME
                                    ) / REFRESH_COUNT;
localparam IDLE      = 5'b00000;
localparam INIT_NOP1 = 5'b01000,
           INIT_PRE1 = 5'b01001,
           INIT_NOP1_1=5'b00101,
           INIT_REF1 = 5'b01010,
           INIT_NOP2 = 5'b01011,
           INIT_REF2 = 5'b01100,
           INIT_NOP3 = 5'b01101,
           INIT_LOAD = 5'b01110,
           INIT_NOP4 = 5'b01111;
localparam REF_PRE  =  5'b00001,
           REF_NOP1 =  5'b00010,
           REF_REF  =  5'b00011,
           REF_NOP2 =  5'b00100;
localparam READ_ACT  = 5'b10000,
           READ_NOP1 = 5'b10001,
           READ_CAS  = 5'b10010,
           READ_NOP2 = 5'b10011,
           READ_READ = 5'b10100;
localparam WRIT_ACT  = 5'b11000,
           WRIT_NOP1 = 5'b11001,
           WRIT_CAS  = 5'b11010,
           WRIT_NOP2 = 5'b11011;
localparam CMD_PALL = 8'b10010001,
           CMD_REF  = 8'b10001000,
           CMD_NOP  = 8'b10111000,
           CMD_MRS  = 8'b1000000x,
           CMD_BACT = 8'b10011xxx,
           CMD_READ = 8'b10101xx1,
           CMD_WRIT = 8'b10100xx1;
input  [HADDR_WIDTH-1:0]   host_addr;
input  [15:0]              wr_data;
input                      wr_enable;
input                      wr_mask_low;
input                      wr_mask_high;
output [15:0]              rd_data;
input                      rd_enable;
output                     rd_ready;
input                      ref_lock_req;
output                     ref_lock_ack;
output                     busy;
input                      rst_n;
input                      clk;
output [SDRADDR_WIDTH-1:0] addr;
output [BANK_WIDTH-1:0]    bank_addr;
input  [15:0]              idata;
output  [15:0]             odata;
output                     odata_en;
output                     clock_enable;
output                     cs_n;
output                     ras_n;
output                     cas_n;
output                     we_n;
output                     data_mask_low;
output                     data_mask_high;
reg  [15:0]              wr_data_r;
reg  [15:0]              rd_data_r;
reg                      busy;
reg                      data_mask_low_r;
reg                      data_mask_high_r;
reg [SDRADDR_WIDTH-1:0]  addr_r;
reg [BANK_WIDTH-1:0]     bank_addr_r;
reg                      rd_ready_r;
reg                      ref_lock_ack;
wire [15:0]              data_output;
wire                     data_mask_low, data_mask_high;
assign data_mask_high = data_mask_high_r;
assign data_mask_low  = data_mask_low_r;
assign rd_data        = rd_data_r;
reg [3:0] state_cnt;
reg [9:0] refresh_cnt;
reg [7:0] command;
reg [4:0] state;
reg [7:0] command_nxt;
reg [3:0] state_cnt_nxt;
reg [4:0] next;
assign {clock_enable, cs_n, ras_n, cas_n, we_n} = command[7:3];
assign bank_addr      = (state[4]) ? bank_addr_r : command[2:1];
assign addr           = (state[4] | state == INIT_LOAD) ? addr_r : { {SDRADDR_WIDTH-11{1'b0}}, command[0], 10'd0 };
assign odata_en = (state == WRIT_CAS) ? 1'b1 : 1'b0;
assign odata = wr_data_r;
assign rd_ready = rd_ready_r;
always @ (posedge clk)
  if (~rst_n)
    begin
    ref_lock_ack <= 1'b0;
    state <= INIT_NOP1;
    command <= CMD_NOP;
    state_cnt <= 4'hf;
    wr_data_r <= 16'b0;
    rd_data_r <= 16'b0;
    busy <= 1'b0;
    end
  else
    begin
    if (state == IDLE)
      ref_lock_ack <= ref_lock_req;
    state <= next;
    command <= command_nxt;
    if (!state_cnt)
      state_cnt <= state_cnt_nxt;
    else
      state_cnt <= state_cnt - 1'b1;
    if (wr_enable)
      wr_data_r <= wr_data;
    rd_data_r <= idata;
    if (state == READ_READ)
      begin
      rd_ready_r <= 1'b1;
      end
    else
      rd_ready_r <= 1'b0;
    busy <= state[4];
    end
always @ (posedge clk)
 if (~rst_n)
   refresh_cnt <= 10'b0;
 else
   if (state == REF_NOP2)
     refresh_cnt <= 10'b0;
   else
     refresh_cnt <= refresh_cnt + 1'b1;
always @*
begin
    if (state[4])
      {data_mask_low_r, data_mask_high_r} = {wr_mask_low, wr_mask_high};
    else
      {data_mask_low_r, data_mask_high_r} = 2'b11;
   bank_addr_r = 2'b00;
   addr_r = {SDRADDR_WIDTH{1'b0}};
   if (state == READ_ACT | state == WRIT_ACT)
     begin
     bank_addr_r = host_addr[HADDR_WIDTH-1:HADDR_WIDTH-(BANK_WIDTH)];
     addr_r = host_addr[HADDR_WIDTH-(BANK_WIDTH+1):HADDR_WIDTH-(BANK_WIDTH+ROW_WIDTH)];
     end
   else if (state == READ_CAS | state == WRIT_CAS)
     begin
     bank_addr_r = host_addr[HADDR_WIDTH-1:HADDR_WIDTH-(BANK_WIDTH)];
     addr_r = {
               {SDRADDR_WIDTH-(11){1'b0}},
               1'b1,                        
               {10-COL_WIDTH{1'b0}},
               host_addr[COL_WIDTH-1:0]
              };
     end
   else if (state == INIT_LOAD)
     begin
     addr_r = {{SDRADDR_WIDTH-10{1'b0}}, 10'b1000110000};
     end
end
always @*
begin
   state_cnt_nxt = 4'd0;
   command_nxt = CMD_NOP;
   if (state == IDLE)
      begin
        if ((refresh_cnt >= CYCLES_BETWEEN_REFRESH) && (ref_lock_req == 1'b0))
          begin
          next = REF_PRE;
          command_nxt = CMD_PALL;
          end
        else if (rd_enable)
          begin
          next = READ_ACT;
          command_nxt = CMD_BACT;
          end
        else if (wr_enable)
          begin
          next = WRIT_ACT;
          command_nxt = CMD_BACT;
          end
        else
          begin
          next = IDLE;
          end
      end
    else
      if (!state_cnt)
        case (state)
          INIT_NOP1:
            begin
            next = INIT_PRE1;
            command_nxt = CMD_PALL;
            end
          INIT_PRE1:
            begin
            next = INIT_NOP1_1;
            end
          INIT_NOP1_1:
            begin
            next = INIT_REF1;
            command_nxt = CMD_REF;
            end
          INIT_REF1:
            begin
            next = INIT_NOP2;
            state_cnt_nxt = 4'd7;
            end
          INIT_NOP2:
            begin
            next = INIT_REF2;
            command_nxt = CMD_REF;
            end
          INIT_REF2:
            begin
            next = INIT_NOP3;
            state_cnt_nxt = 4'd7;
            end
          INIT_NOP3:
            begin
            next = INIT_LOAD;
            command_nxt = CMD_MRS;
            end
          INIT_LOAD:
            begin
            next = INIT_NOP4;
            state_cnt_nxt = 4'd1;
            end
          REF_PRE:
            begin
            next = REF_NOP1;
            end
          REF_NOP1:
            begin
            next = REF_REF;
            command_nxt = CMD_REF;
            end
          REF_REF:
            begin
            next = REF_NOP2;
            state_cnt_nxt = 4'd7;
            end
          WRIT_ACT:
            begin
            next = WRIT_NOP1;
            state_cnt_nxt = 4'd1;
            end
          WRIT_NOP1:
            begin
            next = WRIT_CAS;
            command_nxt = CMD_WRIT;
            end
          WRIT_CAS:
            begin
            next = WRIT_NOP2;
            state_cnt_nxt = 4'd1;
            end
          READ_ACT:
            begin
            next = READ_NOP1;
            state_cnt_nxt = 4'd1;
            end
          READ_NOP1:
            begin
            next = READ_CAS;
            command_nxt = CMD_READ;
            end
          READ_CAS:
            begin
            next = READ_NOP2;
            state_cnt_nxt = 4'd1;
            end
          READ_NOP2:
            begin
            next = READ_READ;
            end
          default:
            begin
            next = IDLE;
            end
          endcase
      else
        begin
        next = state;
        command_nxt = command;
        end
end
endmodule
==> flow/run.sh <==
#!/bin/bash
# OpenROAD 26Q1-2900-gdf79404cd8, Yosys 0.63+post, stock flow scripts
make -C /OpenROAD-flow-scripts/flow DESIGN_CONFIG=/design/flow/config.mk WORK_HOME=/design/flow/orfs finish
==> flow/config.mk <==
export PLATFORM = sky130hd
export DESIGN_NAME = sdram_controller
export DESIGN_NICKNAME = sdram_controller
export VERILOG_FILES = /design/flow/design.v
export SDC_FILE = /design/flow/constraint.sdc
export NUM_CORES = 4
export LEC_CHECK = 1
export CORE_UTILIZATION = 30
==> flow/constraint.sdc <==
current_design sdram_controller

set clk_period 5.1
set clk_io_pct 0.2

create_clock -name clk0 -period $clk_period [get_ports {clk}]

set non_clock_inputs [all_inputs -no_clocks]
set_input_delay [expr $clk_period * $clk_io_pct] -clock clk0 $non_clock_inputs
set_output_delay [expr $clk_period * $clk_io_pct] -clock clk0 [all_outputs]
==> qor.txt <==
IO Pins -> 121
pin count of the biggest net entering global routing -> 28
Layout Skew -> 0.0145 ns
GPL Wtd Cong -> 0.843
WL final -> 8350 um
post-DP HPWL -> 6180 um
CTS Buf Count -> 9
post-layout util -> 45.0%
slowest stage delay, CP -> 0.84 ns
PnR worst setup slack -> 1.56 ns
number of synthesized flops with an enable pin -> 1
met2 WL -> 3820 um
sequential fraction of the synthesis area -> 43.4%
Yosys reg bits -> 69
leading area contributor after synthesis -> dfxtp_1
relative slew slack -> 44.9%
area reported by Yosys stat -> 3210 um2
die span in y -> 105 um
FP Util -> 31.1%
Slew Limit Fails -> 0
Post CTS Setup Buffer Count -> 0
hold buffers post-CTS -> 0
first-pass GRT wire length -> 13,200 um
cells after synthesis -> 337
setup TNS -> 0 ns
WHS -> 0.452 ns
FP Rows -> 37
initial antenna violation count -> 0
FF+latch area -> 1390 um2
min Tclk post-route -> 3.54 ns
worst slack at placement -> 1.45 ns
Fill cells -> 969
die area -> 11,100 um2
ys cells -> 337
mapped cell area -> 3210 um2
crit start category -> flop
Vias/cell -> 4.64
Max Cap Violations -> 0
Port-buffer cells -> 118
slew of the pin with the lowest slew margin -> 0.821 ns
Pre-antenna DRT Iters -> 4
vias in the first global route -> 2,619
Pleak -> 1.77 nW
wl on met1 -> 3700 um
non-filler instance count after layout -> 592
HP Class -> flop to flop
Clock Path Buffers -> 2
CP required -> 4.08 ns
CTS sink cnt -> 69
arrival time at the worst endpoint -> 2.52 ns
Syn Area/Cell -> 9.52 um2
Routed WL per cell -> 14.1 um
DRC violations left -> 0
maximum VDD drop -> 0.000111 V
DR iter-0 viols -> 187
DRT antenna net count -> 0
Die X-Extent -> 105 um
htree depth -> 3
tool warnings -> 33
Final Cycle Share -> 69.4%
P&R area growth vs syn -> 44.9%
CTS tree -> done
final hold violation count -> 0
max layer used -> met4
R2R setup slack -> 1.87 ns
MI comb area -> 1660 um2
final setup fails -> 0
Top FF cell, synth -> dfxtp_1
outcome -> finished clean
PwrDens -> 229 nW/um2
Synth warnings -> 1
Synth async-reset ratio -> 0%
RSZ-0062 raised after global routing -> no
met3 WL -> 692 um
GRT Overall Usage -> 15.2%
core box area -> 10,300 um2
cts repair resizes -> 0
Ant. Diodes -> 0
layout cells sized above 1 -> 9.43%
Worst Path Max Fanout -> 16
CP dominant cell by count -> a21oi_1
critical path capture point type -> output pin
worst-path cell chain -> nand2_1 > nor3b_1 > a21oi_1 > a21oi_1 > clkdlybuf4s50_1
total number of vias -> 2,746
Top cells by area -> dfxtp_1 42%, mux2i_1 9.0%, nor2_1 5.5%
Cell Type Count -> 64
CTS clk-pin slew, worst paths -> 0.07 ns
CP max-delay cell -> dfxtp_1
Latency at later pin -> 0.35 ns
Top-area cell share -> 42.4%
grt total ovfl -> 0
dpl cells -> 576
root buf cell -> clkbuf_8
Worst Path Class, Setup -> flop to output pin
Max Clock Freq -> 0.283 GHz
==> worst max-delay path: cells and delay by family, from the launching register on <==
family / cells / cell delay (ns)
AND-OR/OR-AND: 2 / 0.32
buffers and inverters: 1 / 0.49
flip-flops: 1 / 0.84
AND/OR/NAND/NOR: 2 / 0.51
==> where the power goes <==
part           internal (mW)  total [mW]  switching (mW)
clock                  0.175       0.385           0.209
combinational         0.0814       0.113          0.0316
sequential             0.558       0.568         0.00943
total                  0.815        1.07           0.250
==> worst paths after layout <==
check,cells past startpoint,to,startpoint
worst min-delay path,2,command[4]$_SDFFE_PN1N_,flop
worst max register to register,8,flop,state[1]$_SDFFE_PN0N_
worst min register to register,2,command[4]$_SDFFE_PN1N_,flop
worst max-delay path,5,addr[5],state[1]$_SDFFE_PN0N_
==> routing by layer <==
| metal | up-vias | track usage (%) |
|---|---|---|
| li1 | 1388 | - |
| met1 | 1234 | 21.6 |
| met2 | 113 | 24.5 |
| met3 | 11 | 3.28 |
| met4 | 0 | 2.82 |
| met5 | - | 0 |
==> metrics by stage <==
step | power, mW | instance area, um2
final | 1.07 | 4650
after global routing | 1.12 | 4650
after CTS | 1.08 | 4650
after detailed placement | 0.694 | 4480
after global placement | 0.693 | 4480
after floorplan | 0.611 | 3210
==> final cells by class <==
| cell class | count | area share, % |
|---|---|---|
| Timing Repair Buffer | 122 | 26.0 |
| Tap cell | 136 | 3.66 |
| Multi-Input combinational cell | 236 | 35.7 |
| Clock buffer | 10 | 2.74 |
| Inverter | 13 | 1.10 |
| Sequential cell | 69 | 29.9 |
| Clock inverter | 6 | 0.834 |
==> kinds of logic after synthesis <==
logic type / share of synthesized area (%)
adders and majority gates: 4.29
muxes: 9.75
other: 0.234
AOI/OAI and AO/OA: 12.8
xor gates and xnor gates: 2.18
and+or+nand+nor: 22.4
DFF: 43.4
buffers and inverters: 4.91
==> synthesized netlist by cell type (2+ instances only) <==
cell type	instances
xor2_1	5
o211ai_1	2
nand2b_1	3
conb_1	2
a31oi_4	2
a31oi_1	2
nor3_1	6
ha_1	11
a21oi_1	14
xnor2_1	3
mux2i_1	29
nand4_1	5
o21ai_0	4
inv_1	12
dfxtp_1	68
mux2_1	2
clkbuf_1	8
nand3_1	10
nor2_1	47
and2_1	18
o21ai_1	4
buf_2	4
buf_1	2
o31ai_1	2
buf_4	2
nand2_1	24
buf_6	3
and3_1	3
a211oi_1	4
or3_1	2
==> cells in the final DEF (no fill, tap or decap), types with 2 or more instances in the layout <==
master | synthesis | layout
clkdlybuf4s50_1 | 0 | 118
dfxtp_1 | 68 | 68
nor2_1 | 47 | 47
mux2i_1 | 29 | 29
nand2_1 | 24 | 24
and2_1 | 18 | 18
a21oi_1 | 14 | 14
inv_1 | 12 | 12
ha_1 | 11 | 11
nand3_1 | 10 | 10
clkbuf_8 | 0 | 9
nor3_1 | 6 | 6
nand4_1 | 5 | 5
xor2_1 | 5 | 5
o21ai_0 | 4 | 4
a211oi_1 | 4 | 4
o21ai_1 | 4 | 4
buf_4 | 2 | 4
nand2b_1 | 3 | 3
and3_1 | 3 | 3
xnor2_1 | 3 | 3
clkinv_2 | 0 | 3
o211ai_1 | 2 | 2
a31oi_4 | 2 | 2
mux2_1 | 2 | 2
a31oi_1 | 2 | 2
o31ai_1 | 2 | 2
or3_1 | 2 | 2
conb_1 | 2 | 2
clkinvlp_4 | 0 | 2
No activity file was given, so power comes from the tool's default toggle rates.
