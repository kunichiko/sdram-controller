## flow/config.mk

```make
export PLATFORM = sky130hd
export DESIGN_NAME = fifo
export DESIGN_NICKNAME = fifo
export VERILOG_FILES = /design/flow/design.v
export SDC_FILE = /design/flow/constraint.sdc
export NUM_CORES = 4
export LEC_CHECK = 1
export CORE_AREA = 10 10 111 111
export DIE_AREA = 0 0 121 121
```

## flow/run.sh

```bash
#!/bin/bash
# OpenROAD 26Q1-2900-gdf79404cd8, Yosys 0.63+post, stock flow scripts
make -C /OpenROAD-flow-scripts/flow DESIGN_CONFIG=/design/flow/config.mk WORK_HOME=/design/flow/orfs finish
```

## flow/design.v

```verilog
module fifo (
  wr_clk,
  wr_data, 
  wr,
  full,    
  rd_data,
  rd_clk,
  rd,
  empty_n,  
  rst_n
);
parameter BUS_WIDTH = 16;
input [BUS_WIDTH-1:0]  wr_data;
input                  wr_clk;
input                  wr;
output                 full;       
output [BUS_WIDTH-1:0] rd_data; 
input                  rd_clk;
input                  rd;
output                 empty_n;    
input                  rst_n;
reg [BUS_WIDTH-1:0]    wr_data_r;
reg [BUS_WIDTH-1:0]    rd_data;
reg                    wr_r, wr_syn1, wr_syn2, wr_ack1, wr_ack2;
reg                    rd_r, rd_syn1, rd_syn2, rd_ack1, rd_ack2;
reg                    wr_fifo_cnt;
reg                    rd_fifo_cnt;
assign full = wr_fifo_cnt == 1'b1;
assign empty_n = rd_fifo_cnt == 1'b1;
always @ (posedge rd_clk)
  if (~rst_n)
    begin
       rd_fifo_cnt <= 1'b0;
       {rd_ack2, rd_ack1} <= 2'b00; 
       {wr_syn2, wr_syn1} <= 2'b00; 
    end
  else
    begin
      {rd_ack2, rd_ack1} <= {rd_ack1, rd_syn2}; 
      {wr_syn2, wr_syn1} <= {wr_syn1, wr_r}; 
      if (rd)
        rd_r <= 1'b1;
      else if (rd_ack2)
        rd_r <= 1'b0;
      if (rd)
        rd_fifo_cnt <= 1'b0;
      if ({wr_syn2, wr_syn1} == 2'b01)  
        rd_fifo_cnt <= 1'b1;
      if (wr_syn2)
        rd_data <= wr_data_r;
    end
always @ (posedge wr_clk)
 if (~rst_n)
   begin
      wr_fifo_cnt <= 1'b0;
      {rd_syn2, rd_syn1} <= 2'b00;
      {wr_ack2, wr_ack1} <= 2'b00;
   end
 else
   begin
     {wr_ack2, wr_ack1} <= {wr_ack1, wr_syn2};   
     {rd_syn2, rd_syn1} <= {rd_syn1, rd_r};
     if (wr)
       wr_r <= 1'b1;
     if (wr_ack2)
       wr_r <= 1'b0;
     if (wr)
       wr_fifo_cnt <= 1'b1;
     if ({rd_syn2, rd_syn1} == 2'b01)
       wr_fifo_cnt <= 1'b0;
     if (wr)
       wr_data_r <= wr_data;
   end
endmodule
```

## flow/constraint.sdc

```tcl
current_design fifo

set clk_period 1.6
set clk_io_pct 0.2

create_clock -name clk0 -period $clk_period [get_ports {rd_clk}]
create_clock -name clk1 -period $clk_period [get_ports {wr_clk}]

set non_clock_inputs [all_inputs -no_clocks]
set_input_delay [expr $clk_period * $clk_io_pct] -clock clk0 $non_clock_inputs
set_output_delay [expr $clk_period * $clk_io_pct] -clock clk0 [all_outputs]
```

==> Implementation_results.wiki <==
=== Physical design figures ===
{| class="wikitable"
! Metric !! Value
|-
| Run status || finished clean
|-
| Max cap viols || 0
|-
| Fin area || 0.00210 mm2
|-
| Worst path cell trace || clkdlybuf4s50_1
|-
| Largest net degree at the start of global routing || 14
|-
| Critical path class || register to output port
|-
| Post-synth seq share || between 80% and 90%
|-
| Crit path max-delay family || buffers and inverters
|-
| Largest incremental delay on the critical path || roughly 490 ps
|-
| Clock edge transition at the registers on the reported setup and hold paths || around 80 ps
|-
| Mean post-synth cell area || 21.3 um2
|-
| Yosys top cell area share || between 70% and 80%
|-
| Chip area || between 0.01 and 0.015 mm2
|-
| Routed length per placed instance || roughly 11 um
|-
| Endpoint class of the critical path || output port
|-
| Total Wirelength || roughly 2800 um
|-
| Height of the die || 121 um
|-
| Width of the chip || ~120 um
|-
| Fill cell count || between 1000 and 1500
|-
| Worst relative slew slack || 90.6%
|-
| Part of the power in combinational logic || about 5.0%
|-
| Cell Area, Placed || 0.00196 mm2
|-
| Unrepaired setup endpoints after global routing || false
|-
| Final weighted congestion of routability-driven global placement || ~0.72
|-
| Max stage delay cell, worst path || clkdlybuf4s50_1
|-
| Final tally of setup violations || 0
|-
| Top FF cell, synth || edfxtp_1
|-
| Fraction of power consumed by sequential logic || 53.3%
|-
| Site row count || 36
|-
| Total number of yosys warnings || 1
|-
| Sw Ratio || between 10% and 20%
|-
| LEAKAGE || 0.699 nW
|-
| Slew of the pin with the lowest slew margin || ~140 ps
|-
| Chip Area, Yosys || about 0.0014 mm2
|-
| Registers, synthesis || between 40 and 50
|-
| Hold Vio Cnt, Final || 0
|-
| IO buf count || 37
|-
| Switch Pwr || around 400 uW
|-
| Max VDD drop || 354 uV
|-
| Clock Power Share || between 40% and 50%
|-
| Worst slack at placement || 91.2 ps
|-
| Yosys stat cell total || 64
|-
| Share of the core filled with cells in the final layout || between 20% and 30%
|-
| Buffers plus inverters on the worst setup path || 1
|-
| Cell type with the largest total area || edfxtp_1
|-
| Total routing usage reported by global routing || 3.82%
|-
| Post-CTS Hold Buffers || 0
|-
| Proportion of layout cells with a drive suffix above 1 || between 20% and 30%
|-
| Most area-consuming cells after synthesis || edfxtp_1, dfxtp_1, and2_2
|-
| Critical path arrival || ~1100 ps
|-
| P&R area growth vs syn || 54.2%
|-
| Total via count in the routed design || 672
|-
| PwrDens || around 1200 mW/mm2
|-
| Total number of warnings across the stage logs || 26
|-
| Number of global-route vias before repair || about 700
|-
| Gr ovfl total || 0
|-
| Final worst setup slack || about 170 ps
|-
| Post-CTS repair timing setup buffer count || 0
|-
| Half-perimeter wire length of the detailed placement result || roughly 2200 um
|-
| Library cell with the highest instance count after synthesis || edfxtp_1
|-
| Area of the core || 0.00986 mm2
|-
| Asr flop ratio synth || 0%
|-
| Area of the mapped netlist || ~0.0014 mm2
|-
| Post-route clock skew || around 1.5 ps
|-
| Internal Dissipation || 2.04 mW
|-
| Resized Gates After CTS || 0
|-
| Vias per cell || roughly 2.7
|-
| Floorplan-stage core utilization || 13.8%
|-
| Largest fanout on the critical path || 1
|-
| Number of antenna repair diodes || 0
|-
| Final worst hold slack || approximately 420 ps
|-
| Number of antenna-violating nets in the routed design || 0
|-
| Post-synth EDFFs || 34
|-
| Gate Area || between 100 and 150 um2
|-
| Antenna violations before repair || 0
|-
| Pre-Repair DR Iteration Count || 3
|-
| Kind of launch point of the worst setup path || register
|-
| TritonCTS clock tree || done
|-
| Count of pins on the block boundary || 39
|-
| Ranking of synthesized cells by instance count || edfxtp_1, dfxtp_1, and2_2
|-
| Synthesized instance count || roughly 64
|-
| Wire length of the first global-routing pass || roughly 4200 um
|-
| Class of the most critical hold timing path || register to register
|-
| Flip-flop and latch area || 0.00122 mm2
|-
| Accumulated negative setup slack || 0 ps
|-
| Number of slew-limit violations in the final report || 0
|-
| Number of distinct library cells after synthesis || 11
|-
| Final routed DRC violation total || 0
|-
| Number of violations reported at the end of detailed-routing iteration 0 || 34
|-
| Total clock sinks || 44
|-
| Req. time, crit path || between 1000 and 1500 ps
|}
[state kept, by name (all words and copies together) (netlist names)]
name	count
wr_ack1	1
wr_fifo_cnt	1
rd_syn2	1
wr_syn1	1
wr_ack2	1
wr_r	1
rd_r	1
rd_fifo_cnt	1
rd_ack1	1
rd_data	16
wr_syn2	1
rd_syn1	1
wr_data_r	16
rd_ack2	1
[power by group through the flow]
stage                 logic [mW]  clock network, mW  registers, mW
final                      0.122               1.02           1.30
after CTS                  0.125               1.05           1.30
after global routing       0.132               1.10           1.31
[kinds of logic (layout without fill, tap and decap cells)]
group / count (synthesis) / in the layout / share of synthesized area, %
AOI/OAI and AO/OA: 5 / 5 / 2.66
and+or+nand+nor: 12 / 12 / 6.25
buffers and inverters: 3 / 53 / 1.38
DFF: 44 / 44 / 89.7
[cell usage in the layout, fill, tap and decap left out]
master	Yosys	final
clkbuf_8	0	6
inv_1	2	2
a21boi_2	1	1
and2_2	8	8
o21ai_0	1	1
buf_4	0	4
dfxtp_1	10	10
o21a_1	2	2
and2_1	2	2
bufinv_16	0	2
clkdlybuf4s50_1	0	37
nand2b_1	2	2
a21oi_1	1	1
buf_12	0	2
edfxtp_1	34	34
[metal layers]
metal / GRT usage [%] / wire, um / vias up
met5: 0 / 0 / -
met4: 1.28 / 77 / 0
met3: 2.41 / 346 / 4
met2: 5.99 / 1290 / 27
met1: 4.17 / 1050 / 312
li1: - / - / 329
[stage by stage]
stage,cells,power (mW)
2_1_floorplan,64,1.35
3_3_place_gp,239,1.45
3_5_place_dp,239,1.45
4_1_cts,247,2.47
5_1_grt,247,2.53
6_report,247,2.44
[final cells by class]
type	instances	share of cell area, %
Timing Repair Buffer	43	21.0
Inverter	2	0.358
Multi-Input combinational cell	17	5.78
Tap cell	133	7.93
Clock inverter	2	2.86
Sequential cell	44	58.2
Clock buffer	6	3.93
[worst reg2reg max path, stage by stage, from the launching register on]
cell and delay, ps:
dfxtp_1 340, and2_1 200, buf_4 160
[path summary, 6_finish.rpt]
kind / from / cells past startpoint / slack [ps] / endpoint
worst max-delay path: rd_data[1] / 1 / 170 / rd_data[1]
worst min-delay path: wr_data_r[13] / 0 / 420 / rd_data[13]
worst max register to register: wr_syn2 / 2 / 610 / rd_data[0]
worst min register to register: wr_data_r[13] / 0 / 420 / rd_data[13]
max in group clk1: rst_n / 3 / 390 / wr_data_r[0]
min in group clk1: rd_syn1 / 1 / 440 / wr_fifo_cnt
Power is estimated from default activity; no workload was simulated.
